[./run.sh]
#!/bin/bash
# OpenROAD 26Q1-2900-gdf79404cd8, Yosys 0.63+post, stock flow scripts
make -C /OpenROAD-flow-scripts/flow DESIGN_CONFIG=/design/flow/config.mk WORK_HOME=/design/flow/orfs finish
[./config.mk]
export PLATFORM = sky130hd
export DESIGN_NAME = mul_13b
export DESIGN_NICKNAME = mul_13b
export VERILOG_FILES = /design/flow/design.v
export SDC_FILE = /design/flow/constraint.sdc
export NUM_CORES = 4
export LEC_CHECK = 1
export CORE_UTILIZATION = 40
[./design.v]
`timescale 1ns/1ps
module mul_13b (
    input  [12:0] frac_in1,
    input  [12:0] frac_in2,
    output [12:0] frac_out,
    output        overflow,
    output        round_loss
);
    reg [25:0] frac_out_26b;
    assign overflow = frac_out_26b[25];
    assign frac_out = frac_out_26b[24:12];
    assign round_loss = | frac_out_26b[11:0];
    always_comb begin : MULTIPLY
        frac_out_26b = frac_in1 * frac_in2;
    end
endmodule
[./constraint.sdc]
current_design mul_13b

set clk_period 12.8
set clk_io_pct 0.2

create_clock -name clk0 -period $clk_period

set non_clock_inputs [all_inputs -no_clocks]
set_input_delay [expr $clk_period * $clk_io_pct] -clock clk0 $non_clock_inputs
set_output_delay [expr $clk_period * $clk_io_pct] -clock clk0 [all_outputs]
==> job_summary.md <==
### Metrics collected by this job

| Metric | Value |
|---|---|
| Status | complete, no violations |
| DP HPWL | 10,320 µm |
| Number of cell rows | 43 |
| Pwr/cell area | 262.2 mW/mm² |
| Setup TNS | 0 ps |
| Final routed DRC violation total | 0 |
| Max-area cell share | 41.82% |
| Most frequent cells in the layout | inv_1, fa_1, nand2_1, and2_1, ha_1 |
| Crit-path max cell delay | 750 ps |
| Die Y | 122.3 µm |
| # port buffers | 41 |
| Chip Area | 0.01496 mm² |
| First-pass GRT wire length | 20,620 µm |
| DR vias/cell | 5.013 |
| Critical-path maximum fanout | 13 |
| Antenna fix cells | 0 |
| Unrepaired setup endpoints after global routing | false |
| CP arrival | 8490 ps |
| Cell variety after synth | 42 |
| Warnings, synthesis | 1 |
| Grt ovf | 0 |
| CP startpoint kind | primary input |
| Starting DRT DRC Count | 147 |
| Yosys top cell by area | fa_1 |
| # IOs | 41 |
| Tot GR Track Use | 18.20% |
| Max Freq | 90.53 MHz |
| Warning total across the stage logs | 32 |
| Final std cells w/o fill | 890 |
| Die width | 122.3 µm |
| Post_cts resized | 0 |
| Via count | 4,462 |
| Cell area after layout | 0.006317 mm² |
| Most used cell, CP | fa_1 |
| CP max-delay cell | clkdlybuf4s50_1 |
| Post-CTS Setup Inserts | 0 |
| Max-Cap Viols | 0 |
| Kind of critical path | primary input to primary output |
| Tcrit/Tclk final | 86.29% |
| Clkbuf count | 0 |
| Dominant logic cell type in the layout | inv_1 |
| Core area | 0.01399 mm² |
| Leakage | 0.003291 µW |
| Initial antenna violation count | 0 |
| Avg Cell Area, Syn | 8.298 µm² |
| Hold_buf cts | 0 |
| Tmin final | 11,050 ps |
| CP Cell Sequence | clkdlybuf4s50_1 > and2_1 > fa_1 > inv_1 > fa_1 > inv_1 > fa_1 > inv_1 > fa_1 > fa_1 > inv_1 > ha_1 > o211ai_1 > o211ai_1 > a221oi_2 > o21ai_1 > a21oi_2 > xnor2_1 > clkdlybuf4s50_1 |
| Dpl cells | 890 |
| Antenna-violating nets left | 0 |
| Area reported by Yosys stat | 0.005792 mm² |
| Largest net degree at the start of global routing | 14 |
| Synth Seq Share | 0% |
| Most area-consuming cells after synthesis | fa_1, ha_1, inv_1 |
| Max-slew headroom | 56.85% |
| Placed cell areas | 0.006317 mm² |
| Max rail drop VDD | 218.6 µV |
| Pre-CTS setup slack | 1813 ps |
| Routed WL per cell | 13.78 µm |
| Max Slew Vio Count | 0 |
| Synthesized area | 0.005792 mm² |
| Syn-to-layout area delta | 9.073% |
| Layout cells sized above 1 | 1.690% |
| Routability Congestion | 0.8759 |
| Register area | 0 µm² |
| Final Hold Vio Count | 0 |
| Slew @ Worst Pin | 645.3 ps |
| Yosys cell count | 698 |
| Cells after Synth | 698 |
| Vias in the first global route | 4,373 |
| Tightest Hold Check Type | primary input to primary output |
| Final Power | 1657 µW |
| Crit path required time | 10,240 ps |
| Crit. End Element | primary output |
| Endpoints failing setup | 0 |
| Flop count | 0 |
| Setup WS post-layout | 1754 ps |
| Routed WL | 12,260 µm |
| FP Core Util | 41.40% |
| Drt pass-1 iters | 6 |
-- critical path, delay by kind of cell --
| kind | cells | cell delay, ps |
|---|---|---|
| buffers and inverters | 6 | 1450 |
| AOI/OAI and AO/OA | 5 | 1200 |
| xor gates and xnor gates | 1 | 150 |
| and+or+nand+nor | 1 | 320 |
| adders and majority gates | 6 | 2800 |
-- logic make-up (layout without fill, tap and decap cells) --
| group | Yosys count | in the layout | synth area share (%) |
|---|---|---|---|
| XOR/XNOR | 17 | 17 | 2.571 |
| AND-OR/OR-AND | 63 | 63 | 7.561 |
| multiplexers | 3 | 3 | 0.5185 |
| AND/OR/NAND/NOR | 215 | 215 | 18.69 |
| adder cells (fa/ha/maj) | 192 | 192 | 57.16 |
| buffers and inverters | 208 | 220 | 13.50 |
-- power by group --
| part | switching [µW] | internal (µW) | total (µW) |
|---|---|---|---|
| Clock | 0 | 0 | 0 |
| Sequential | 0 | 0 | 0 |
| Combinational | 831 | 825 | 1660 |
-- cell type report --
class	count	area, µm²
repair buffers	41	410.4
multi-input cells	490	5010
fillers	1349	7671
well taps	180	225.2
inverters	179	671.9
-- final timing paths --
check / from / end / slack [ps] / cells past startpoint
min: frac_in1[0] / round_loss / 6780 / 5
max: frac_in1[6] / frac_out[10] / 1750 / 19
-- synth_stat cells, types with 2 or more instances --
| cell type | count |
|---|---|
| a21oi_1 | 21 |
| a211oi_2 | 2 |
| o21ai_0 | 9 |
| and2_1 | 84 |
| xor2_1 | 7 |
| a21o_1 | 7 |
| nand3_1 | 4 |
| xnor2_1 | 10 |
| nand2_1 | 100 |
| fa_1 | 121 |
| mux2i_1 | 3 |
| o21ai_1 | 2 |
| nor3_1 | 3 |
| a31oi_1 | 2 |
| clkbuf_1 | 28 |
| a21oi_2 | 3 |
| nor2_1 | 9 |
| inv_1 | 179 |
| o211ai_1 | 5 |
| ha_1 | 71 |
| nand4_1 | 7 |
-- layer usage --
layer | track usage, % | wire [µm] | part of all wire, %
met4 | 1.372 | 111 | 0.91
met5 | 0 | 0 | 0
met2 | 30.76 | 6369 | 52
met1 | 27.33 | 5302 | 43
met3 | 1.850 | 478 | 3.9
-- metrics by stage --
stage	util, %	hold WS [ps]
6_report	45.16	6784
3_3_place_gp	45.16	6729
2_1_floorplan	-	5322
4_1_cts	45.16	6803
3_5_place_dp	45.16	6789
5_1_grt	45.16	6886
Power and IR drop assume default switching activity.
