==> /design/flow/design.v <==
`timescale 1ns/1ps
module MUL_step2 (
    input            sign1,
    input            sign2,
    input      [4:0] exp1,
    input      [4:0] exp2,
    output           sign_out,
    output     [4:0] sum_exp,
    output reg       ovf,
    output reg       unf,
    input            carry
);
    adder_5b add_EXPs (
        .carry(carry),
        .exp1 (exp1),
        .exp2 (exp2),
        .sum  (sum_exp),
        .ovf  (ovf),
        .unf  (unf)
    );
    assign sign_out = sign1 ^ sign2;
endmodule
`timescale 1ns/1ps
module adder_5b (
    input        carry,
    input  [4:0] exp1,
    input  [4:0] exp2,
    output [4:0] sum,
    output       ovf,
    output       unf
);
    reg [4:0] r_exp1;
    reg [4:0] r_exp2;
    reg [4:0] r_sum;
    always_comb begin
        r_exp1 = exp1 - 5'b10000;
        r_exp2 = exp2 - 5'b10000;
        r_sum  = r_exp1 + r_exp2;
    end
    assign sum = (exp1 + exp2 + {4'b0, carry}) - 5'b01111;   
    assign ovf = r_sum[4] && ~r_exp1[4] && ~r_exp2[4];
    assign unf = ((carry != 1) || (sum != 5'b11111)) && (~r_sum[4] && r_exp1[4] && r_exp2[4]);
endmodule
==> /design/flow/run.sh <==
#!/bin/bash
# OpenROAD 26Q1-2900-gdf79404cd8, Yosys 0.63+post, stock flow scripts
make -C /OpenROAD-flow-scripts/flow DESIGN_CONFIG=/design/flow/config.mk WORK_HOME=/design/flow/orfs finish
==> /design/flow/config.mk <==
export PLATFORM = sky130hd
export DESIGN_NAME = MUL_step2
export DESIGN_NICKNAME = MUL_step2
export VERILOG_FILES = /design/flow/design.v
export SDC_FILE = /design/flow/constraint.sdc
export NUM_CORES = 4
export LEC_CHECK = 1
export CORE_AREA = 10 10 70 70
export DIE_AREA = 0 0 80 80
==> /design/flow/constraint.sdc <==
current_design MUL_step2

set clk_period 5.8
set clk_io_pct 0.2

create_clock -name clk0 -period $clk_period

set non_clock_inputs [all_inputs -no_clocks]
set_input_delay [expr $clk_period * $clk_io_pct] -clock clk0 $non_clock_inputs
set_output_delay [expr $clk_period * $clk_io_pct] -clock clk0 [all_outputs]
==> job_summary.md <==
### Yosys + OpenROAD results

| Metric | Value |
|---|---|
| Mux cell area share | 0% |
| Cell family with most CP delay | buffers and inverters |
| Slowest Stage Delay on Critical Path | 0.48 ns |
| # Cells Yosys | 38 |
| Antenna-violating nets left | 0 |
| CORE AREA | 0.00342 sq mm |
| Post_cts resized | 0 |
| Synthesized cell area | 303 sq um |
| Routed wire length per instance | 8.95 um |
| Post-synthesis adder-cell area fraction | 46.3% |
| Hold-fix buffers, CTS | 0 |
| Worst-Margin Slew | 0.247 ns |
| First-pass GRT wire length | 1.55 mm |
| Registers | 0 |
| Setup crit start kind | input pin |
| Status | complete, no violations |
| # IOs | 21 |
| Post-synth seq share | 0% |
| Number of global-route vias before repair | 306 |
| Height of the die | 80 um |
| Std cell rows | 21 |
| Non-filler cells, final | 105 |
| Slowest CP cell | clkdlybuf4s50_1 |
| Worst Hold Class | in -> out |
| Rel. slew slack | 83.4% |
| Distinct lib cells | 14 |
| FP Core Util | 8.86% |
| Via Count | 312 |
| CLK BUF | 0 |
| Worst Hold Slack | 3.25 ns |
| Crit-path max FO | 2 |
| Die width | 80 um |
| Max VDD drop | 0.0632 mV |
| Grt ovf | 0 |
| DRT Pass-1 Iters | 4 |
| Max Cap Viol | 0 |
| Vias per cell | 2.97 |
| Largest net degree at the start of global routing | 4 |
| N_diodes | 0 |
| CP Cell Sequence | clkdlybuf4s50_1, inv_1, ha_1, inv_1, ha_1, inv_1, fa_1, inv_1, a21oi_1, o21bai_1, xnor2_1, a31oi_1, clkdlybuf4s50_1 |
| P_leak | 0.000254 uW |
| Top Layout Cells | 21 x clkdlybuf4s50_1, 11 x inv_1, 8 x ha_1, 4 x xnor2_1 |
| AO/OA Area Share | 14.0% |
| Worst hold start | sign1 |
| Fillers | 396 |
| Multi-input gate area | 262 sq um |
| Yosys warning count | 1 |
| Simple Share, Synth | 8.68% |
| Total GRT Usage | 2.92% |
| Setup Slack @ Placement | 0.937 ns |
| Fmax | 0.206 GHz |
| Initial antenna violation count | 0 |
| Share of cells above drive strength 1 | 1.69% |
| Yosys chip area | 303 sq um |
| DRC errors left | 0 |
| Port Buffer Count | 21 |
| Mean post-synth cell area | 7.97 sq um |
| Setup TNS | 0 ns |
| Bufs and invs on worst path | 6 |
| DRT iter0 DRCs | 4 |
| Synth top area cells | ha_1 33%, inv_1 14%, fa_1 13% |
| Sequential cell area | 0 sq um |
| Post-DP HPWL | 867 um |
| Synth-to-layout area growth | 88.4% |
| Fin crit period | 4.86 ns |
| Fin crit share | 83.8% |
| Routability cong. | 0.734 |
| Worst setup path startpoint | carry |
| Final WL | 940 um |
| Setup CP Type | in -> out |
| Pwr Density | 106 mW/mm^2 |
| Hold Path Sink | sign_out |
| Synth Area in XOR/XNOR | 17.4% |
| CP most frequent cell | inv_1 |
| Main logic family after synthesis | adder cells |
| CP endpoint kind | output pin |
| Hold depth | 3 |
| RSZ-0062 raised after global routing | false |
| Max-area cell share | 33.1% |
| Post-CTS Setup Repair Bufs | 0 |
| Mapped Cells | 38 |
| Final Slew Violations | 0 |
| Final Hold Fails | 0 |
| WP data arrival | 3.70 ns |
| Cell type with the largest total area | ha_1 |
| Final WS setup | 0.940 ns |
| Worst EP required | 4.64 ns |
| Placed Cells | 105 |
| Final setup viols | 0 |
| Chip area | 0.00640 sq mm |
| Log Warnings | 33 |
| Most instantiated logic cell after routing | clkdlybuf4s50_1 |
-- area by class of cell --
cell class,instances,share of cell area (%)
multi-input combinational,27,45.8
timing repair buffer,21,36.8
tap,46,10.1
inverter,11,7.24
-- worst min-delay path, stage by stage --
cell and delay (ns):
clkdlybuf4s50_1 0.47, xor2_1 0.06, clkdlybuf4s50_1 0.40
-- power breakdown --
group / total, uW / internal, uW / switching (uW) / leakage [uW]
Sequential: 0 / 0 / 0 / 0
Clock: 0 / 0 / 0 / 0
Combinational: 60.5 / 38.8 / 21.7 / 0.000254
Total: 60.5 / 38.8 / 21.7 / 0.000254
-- cells in the mapped netlist --
| cell type | instances |
|---|---|
| and4_1 | 1 |
| a31oi_1 | 2 |
| xor2_1 | 2 |
| xnor2_1 | 4 |
| and3_2 | 1 |
| nand2_1 | 1 |
| ha_1 | 8 |
| o21bai_1 | 1 |
| inv_1 | 11 |
| o21ai_0 | 1 |
| a21oi_1 | 2 |
| a21o_1 | 1 |
| or3_1 | 1 |
| fa_1 | 2 |
-- through the flow --
step	power (uW)	area [sq um]	util, %
after floorplan	23.7	303	-
after global routing	69.2	571	16.7
after CTS	61.1	571	16.7
after global placement	59.4	571	16.7
final	60.5	571	16.7
after detailed placement	60.0	571	16.7
-- kinds of logic (layout without fill, tap and decap cells) --
family          after synthesis  in the layout
buf+inv                      11             32
fa+ha+maj                    10             10
simple gates                  4              4
xor+xnor                      6              6
compound gates                7              7
-- metal layers --
metal	wire length, um	track usage, %	vias up
li1	-	-	167
met1	577	5.18	127
met2	214	2.81	18
met3	149	1.48	0
met4	0	0	0
met5	0	0	-
-- how the worst max path moves through the flow --
stage	slack, ns	cells after the start	endpoint
after CTS	0.93	13	unf
after global routing	0.75	13	unf
final	0.94	13	unf
Power and IR drop assume default switching activity.
